`design.v`:
```
module sync_fifo #(
	parameter	DEPTH=8,
	parameter	WIDTH=32,	
	parameter	AF_LEVEL = 1,
	parameter	AE_LEVEL = 1,
  	parameter	DEPTH_LOG=$clog2(DEPTH)
)(
	input					clk, rstn,
	input					push, pop,	
	input 		[WIDTH-1:0]	din,
	output 		[WIDTH-1:0]	dout,
	output					full,empty,a_full,a_empty
);
	reg [WIDTH-1:0]		mem[DEPTH-1:0];
	reg [DEPTH_LOG-1:0]	wr_ptr, rd_ptr;
	reg [DEPTH_LOG  :0] diff_ptr;
	always @(posedge clk, negedge rstn)
	if	(!rstn)	begin
		for (int i=0;i<DEPTH;i++)	mem[i] = 0;
	end else if (push) begin
		mem[wr_ptr]	<= din;
	end
	always @(posedge clk, negedge rstn)
	if		(!rstn)	wr_ptr	<= 0;
	else if (push)	wr_ptr	<= wr_ptr + 1;
	always @(posedge clk, negedge rstn)
	if		(!rstn)	rd_ptr	<= 0;
	else if (pop)	rd_ptr	<= rd_ptr + 1;
	assign dout = mem[rd_ptr];
	always @(posedge clk, negedge rstn)
	if		(!rstn)	diff_ptr <= 0;
	else			diff_ptr <= diff_ptr + push - pop;	
	assign	full 	= diff_ptr >= DEPTH;
	assign	a_full	= diff_ptr >= DEPTH - AF_LEVEL;
	assign	empty	= diff_ptr == 0;
	assign	a_empty = diff_ptr <= AE_LEVEL;	
endmodule
```
`run.sh`:
```
#!/bin/bash
# OpenROAD 26Q1-2900-gdf79404cd8, Yosys 0.63+post, stock flow scripts
make -C /OpenROAD-flow-scripts/flow DESIGN_CONFIG=/design/flow/config.mk WORK_HOME=/design/flow/orfs finish
```
`constraint.sdc`:
```
current_design sync_fifo

set clk_period 5.2
set clk_io_pct 0.2

create_clock -name clk0 -period $clk_period [get_ports {clk}]

set non_clock_inputs [all_inputs -no_clocks]
set_input_delay [expr $clk_period * $clk_io_pct] -clock clk0 $non_clock_inputs
set_output_delay [expr $clk_period * $clk_io_pct] -clock clk0 [all_outputs]
```
`config.mk`:
```
export PLATFORM = sky130hd
export DESIGN_NAME = sync_fifo
export DESIGN_NICKNAME = sync_fifo
export VERILOG_FILES = /design/flow/design.v
export SDC_FILE = /design/flow/constraint.sdc
export NUM_CORES = 4
export LEC_CHECK = 1
export CORE_UTILIZATION = 30
```
==> impl_table.tex <==
% Implementation results table
\begin{tabular}{lr}
\hline
Metric & Value \\
\hline
\multicolumn{2}{l}{\textbf{Run status}} \\
\quad Result of the run & completed \\
\multicolumn{2}{l}{\textbf{Timing}} \\
\quad Total setup violations reported at the end of the flow & 0 \\
\quad Maximum achievable frequency & 217 MHz \\
\quad Pins over their slew limit & 0 \\
\quad Share of the clock period used by the worst path after layout & 0.887 \\
\quad Count of final hold-check violations & 0 \\
\quad Rel. slew slack & 0.468 \\
\quad Final period demand of the worst path & 4.61 ns \\
\quad Worst-case clock skew & 0.00308 ns \\
\quad Minimum hold slack & 0.410 ns \\
\quad Slew of the pin with the lowest slew margin & 0.796 ns \\
\quad Setup TNS & 0 ns \\
\quad RSZ-0062 raised after global routing & no \\
\multicolumn{2}{l}{\textbf{Logic synthesis}} \\
\quad Cell count in the Yosys report & 877 \\
\quad Commonest cells in the netlist & mux2\_2 (288), dfrtp\_1 (266), nand2\_1 (72), clkbuf\_1 (34) \\
\quad Seq/Total Area, Yosys & 0.547 \\
\quad Proportion of netlist area held by the largest area contributor & 0.547 \\
\quad Post-Synthesis Cell Area & 12200 um\^{}2 \\
\quad Cell with the most instances after synthesis & mux2\_2 \\
\quad Fraction of registers with async set or reset after synthesis & 1.00 \\
\quad Warnings, synthesis & 2 \\
\quad Summed standard-cell area reported by yosys & 12200 um\^{}2 \\
\quad Cell type with the largest total area & dfrtp\_1 \\
\quad Yosys reg bits & 266 \\
\quad Average cell area after synthesis & 13.9 um\^{}2 \\
\quad Gate count of the mapped netlist & 877 \\
\quad EDFF count, synth & 0 \\
\quad Dominant register cell in the synthesized netlist & dfrtp\_1 \\
\quad Cell types with the largest area share after synthesis & dfrtp\_1 (55\%), mux2\_2 (27\%), a41oi\_2 (4.0\%) \\
\quad Number of unique standard cell types used by synthesis & 28 \\
\multicolumn{2}{l}{\textbf{Floorplan}} \\
\quad Core footprint & 39900 um\^{}2 \\
\quad Total Die Area & 41400 um\^{}2 \\
\quad Pre-Place Util & 0.305 \\
\quad Floorplan die width & 203 um \\
\quad Die Y & 203 um \\
\quad Standard-cell row count & 73 \\
\quad \# IOs & 72 \\
\multicolumn{2}{l}{\textbf{Critical path}} \\
\quad CP arrival & 3.57 ns \\
\quad Data required time at the worst endpoint & 4.16 ns \\
\quad Crit path kind & reg2out \\
\quad CP max stage delay & 0.62 ns \\
\quad Critical Path End Type & primary output \\
\quad Kind of start point of the critical path & flop \\
\quad Ordered cell list for the critical path & inv\_1 > ha\_1 > or4\_1 > or2\_2 > buf\_4 > a41oi\_1 > clkdlybuf4s50\_1 \\
\quad Maximum fanout count along the critical path & 23 \\
\quad Reg2Reg Depth & 4 \\
\quad Cell at the slowest stage of the critical path & dfrtp\_2 \\
\multicolumn{2}{l}{\textbf{Global route}} \\
\quad Congestion Overflow GR & 0 \\
\quad Global-route wire length before repair & 46.8 mm \\
\quad Global-route met2 utilization & 0.236 \\
\quad Antenna violations before repair & 0 \\
\quad Most Used Layer, Global Route & met2 \\
\quad Global Route met1 Usage & 0.234 \\
\quad Via count of the first global-routing pass & 7908 \\
\quad Largest net degree at the start of global routing & 109 \\
\quad GR met3 Demand/Resource & 0.0188 \\
\quad Total global-route track usage & 0.150 \\
\multicolumn{2}{l}{\textbf{Route}} \\
\quad Number of antenna repair diodes & 0 \\
\quad Starting DRT DRC Count & 366 \\
\quad Drt pass-1 iters & 7 \\
\quad Aggregate routed wire length & 29.0 mm \\
\quad Number of vias per cell & 5.04 \\
\quad Post-detailed-route wirelength per cell & 19.6 um \\
\quad Post-route ant nets & 0 \\
\quad DR vias & 7439 \\
\quad Total DRC errors in the routed layout & 0 \\
\multicolumn{2}{l}{\textbf{Layout}} \\
\quad FILL cells & 3755 \\
\quad Area used by sequential logic in the layout & 6660 um\^{}2 \\
\quad Growth of design area from synthesis to finish & 17.9\% \\
\quad Fraction of layout cells with a size suffix above 1 & 0.412 \\
\quad Footprint of the multi-input gates & 5220 um\^{}2 \\
\multicolumn{2}{l}{\textbf{Power}} \\
\quad Static Leak & 5.94 nW \\
\quad Total power density per cell area & 687 nW/um\^{}2 \\
\quad Peak supply drop & 0.000387 V \\
\multicolumn{2}{l}{\textbf{Placement}} \\
\quad Port Buffers & 71 \\
\quad Detailed placer's ending HPWL & 17.5 mm \\
\quad Last weighted congestion value of the routability-driven placer & 0.760 \\
\multicolumn{2}{l}{\textbf{CTS}} \\
\quad Clock Pin Slew Worst Setup and Hold Paths & 0.06 ns \\
\quad CTS tree & yes \\
\quad Count of buffers added by post-CTS timing repair for setup & 0 \\
\quad Clock tree buffer depth & 3 \\
\quad Clock buffer count from CTS & 29 \\
\quad Clock Sinks & 266 \\
\quad CTS HTree Levels & 1 \\
\quad CTS root buf & clkbuf\_16 \\
\quad CTS-repair resized insts & 0 \\
\quad Number of hold buffers added after CTS & 0 \\
\quad Clock insertion delay at the later pin of the skew report & 0.53 ns \\
\multicolumn{2}{l}{\textbf{Run}} \\
\quad Number of warning messages in the logs & 37 \\
\quad Tally of max-capacitance violations & 0 \\
\multicolumn{2}{l}{\textbf{Hold path}} \\
\quad Worst hold path type & in2async \\
\hline
\end{tabular}
[cell usage in the layout (no fill, tap or decap), types with 2 or more instances in the layout]
| cell type | n |
|---|---|
| o21ai_0 | 2 |
| nor2_1 | 2 |
| ha_1 | 19 |
| clkbuf_8 | 5 |
| nand2_1 | 67 |
| clkdlybuf4s50_1 | 70 |
| a21oi_1 | 3 |
| clkbuf_1 | 7 |
| clkinv_2 | 2 |
| nand3_2 | 3 |
| a222oi_1 | 32 |
| clkbuf_16 | 29 |
| nor3_1 | 32 |
| and2_1 | 2 |
| a41oi_2 | 30 |
| nor2b_1 | 2 |
| xor2_1 | 3 |
| a22o_1 | 32 |
| inv_1 | 14 |
| a41oi_1 | 2 |
| dfrtp_1 | 265 |
| mux2_2 | 288 |
| nand2_2 | 5 |
| buf_4 | 21 |
[critical path: cells and delay by family (launching register included)]
family	cells	cell delay (ns)
flops	1	0.62
buf+inv	3	0.96
simple gates	2	0.98
compound gates	1	0.24
fa+ha+maj	1	0.22
[layout make-up]
type,instances,area share
clock buffers,41,0.0572
clock inverters,4,0.00340
inverters,14,0.00366
multi-input cells,532,0.364
flip-flops and latches,266,0.464
well taps,525,0.0458
repair buffers,93,0.0622
[registers in the layout (all words and copies together), names as in the netlist]
name	flops
wr_ptr	3
rd_ptr	3
diff_ptr	4
mem	256
[routing by layer]
layer	vias to the layer above	part of all wire
li1	3383	-
met4	0	0.013
met3	26	0.036
met5	-	0
met2	129	0.47
met1	3901	0.48
[where the power goes]
group          total (W)  switching [W]  internal (W)
Combinational    0.00430        0.00186       0.00244
Sequential       0.00365       0.000527       0.00312
Clock            0.00191       0.000779       0.00113
Total            0.00986        0.00317       0.00669
[cell families (layout without fill, tap and decap cells)]
family / count (synthesis) / count (layout) / synth area share
AND/OR/NAND/NOR: 117 / 117 / 0.0413
multiplexers: 288 / 288 / 0.266
flip-flops: 266 / 266 / 0.547
adder cells (fa/ha/maj): 20 / 20 / 0.0212
XOR/XNOR: 4 / 4 / 0.00288
AND-OR/OR-AND: 103 / 103 / 0.0943
buffers and inverters: 79 / 152 / 0.0271
[metrics by stage]
step	cell area, um^2	util	std cells	power (W)	setup slack, ns
6_report	14400	0.360	1475	0.00986	0.589
2_1_floorplan	12200	-	877	0.00631	1.30
5_1_grt	14400	0.360	1475	0.0105	0.396
4_1_cts	14400	0.360	1475	0.0100	0.547
3_3_place_gp	13500	0.338	1430	0.00796	1.14
3_5_place_dp	13500	0.338	1430	0.00803	1.12
[path summary, 6_finish.rpt]
kind	start	endpoint	slack (ns)
setup / recovery	rd_ptr[2]	dout[27]	0.59
hold / removal	rstn	mem[0][0]	0.41
setup reg to reg	wr_ptr[2]	mem[1][4]	3.06
hold reg to reg	mem[5][23]	mem[5][23]	0.50
max in group asynchronous	rstn	mem[6][9]	3.70
min in group clk0	mem[5][23]	mem[5][23]	0.50
Power figures rest on the tool's default switching activity, not on a simulated workload.
