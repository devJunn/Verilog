**/design/flow/config.mk**
```make
export PLATFORM = sky130hd
export DESIGN_NAME = I2C_SLAVE
export DESIGN_NICKNAME = I2C_SLAVE
export VERILOG_FILES = /design/flow/design.v
export SDC_FILE = /design/flow/constraint.sdc
export NUM_CORES = 4
export LEC_CHECK = 1
export CORE_UTILIZATION = 50
export SYNTH_HDL_FRONTEND = slang
```
**/design/flow/constraint.sdc**
```tcl
current_design I2C_SLAVE

set clk_period 1.0
set clk_io_pct 0.2

create_clock -name clk0 -period $clk_period [get_ports {CLCK}]
create_clock -name clk1 -period $clk_period [get_ports {SDA}]

set non_clock_inputs [all_inputs -no_clocks]
set_input_delay [expr $clk_period * $clk_io_pct] -clock clk0 $non_clock_inputs
set_output_delay [expr $clk_period * $clk_io_pct] -clock clk0 [all_outputs]
```
**/design/flow/design.v**
```verilog
module I2C_SLAVE(CLCK, SCL, SDA);
input CLCK;
input SCL;
inout SDA;  
parameter slaveaddress = 7'b1110010;
reg[2:0] valuecnt = 3'b011;  
reg [2:0] SCLSynch = 3'b000;  
always @(posedge CLCK)
	SCLSynch <= {SCLSynch[1:0], SCL};
wire SCL_posedge = (SCLSynch[2:1] == 2'b01);
wire SCL_negedge = (SCLSynch[2:1] == 2'b10);
reg [2:0] SDASynch = 3'b000;
always @(posedge CLCK) 
	SDASynch <= {SDASynch[1:0], SDA};
wire SDA_synched = SDASynch[0] & SDASynch[1] & SDASynch[2];
reg start = 1'b0;
always @(negedge SDA)
	start = SCL;  
reg stop = 1'b0;
always @(posedge SDA)
	stop = SCL;  
reg incycle = 1'b0;
always @(posedge start or posedge stop)
	if (start)
        begin
            if (incycle == 1'b0)
                incycle = 1'b1;
        end
	else if (stop)
        begin
            if (incycle == 1'b1)
                incycle = 1'b0;	
        end
reg[7:0] bitcount = 0;
reg[6:0] address = 7'b0000000;
reg[7:0] datain = 8'b00000000;
reg rw = 1'b0;
reg addressmatch = 1'b0;
always @(posedge SCL_posedge or negedge incycle)
	if (~incycle)	
        begin
            bitcount = 0;
        end
	else
        begin  
            bitcount = bitcount + 1; 
            if (bitcount < 8)
                address[7 - bitcount] = SDA_synched; 
            if (bitcount == 8) 
                begin
                    rw = SDA_synched; 
                    addressmatch = (slaveaddress == address) ? 1'b1 : 1'b0;
                end
            if ((bitcount > 9) & (~rw))
                datain[17 - bitcount] = SDA_synched;
        end
reg sdadata = 1'bz; 
reg [2:0] currvalue = 	0;
always @(posedge SCL_negedge)
	if (((bitcount == 8) | ((bitcount == 17) & ~rw)) & (addressmatch))
        begin
            sdadata = 1'b0;
            currvalue = 0;
        end
	else if ((bitcount >= 9) & (rw) & (addressmatch) & (currvalue < valuecnt)) 
        begin
            if (((bitcount - 9) - (currvalue * 9)) == 8)
                begin
                    sdadata = 1'bz;
                    currvalue = currvalue + 1;
                end
            else sdadata = datain[7 - ((bitcount - 9) - (currvalue * 9))];  
        end
	else sdadata = 1'bz;
assign SDA = sdadata;
endmodule
```
**/design/flow/run.sh**
```bash
#!/bin/bash
# OpenROAD 26Q1-2900-gdf79404cd8, Yosys 0.63+post, stock flow scripts
make -C /OpenROAD-flow-scripts/flow DESIGN_CONFIG=/design/flow/config.mk WORK_HOME=/design/flow/orfs finish
```
==> job_summary.md <==
### Yosys + OpenROAD results

| Metric | Value |
|---|---|
| Row count | `24` |
| Hold-fix buffers at CTS | `0` |
| Ports | `3` |
| Register pins left without a clock | `30` |
| Placed insts | `258` |
| Post_cts resized | `0` |
| Endpoints left unconstrained | `47` |
| Top FF cell, synth | `edfxtp_1` |
| Postcts setup bufs | `0` |
| Yosys cell count | `208` |
| First Err | `[error] [KeplerFormal.cpp:679] Workflow failed: Iso has multiple drivers: .SDA0, SDA$_SDFF_NP0_.Q0` |
| Post-synth EDFFs | `17` |
| Flops after synth | `38` |
| Fraction of registers with async set/reset | `23.7%` |
| Die X | `69.4 µm` |
| Gpl congestion | `0.820` |
| Status | `did not finish` |
| Cell Type Count | `57` |
| Yosys stat area | `0.00227 mm²` |
| Seq share, synth | `43.0%` |
| Mapped Area | `0.00227 mm²` |
| Synth Instances | `208` |
| Synthesis Warnings | `1` |
| Syn Area/Cell | `10.9 µm²` |
| Hpwl dp | `2.95 mm` |
| Die y size | `69.4 µm` |
| Floorplan Utilization | `52.2%` |
| Stop stage | `clock tree synthesis` |
| PortBufs | `1` |
| DP Area | `0.00230 mm²` |
==> cells by family after synthesis <==
group / Yosys count / synth area share (%)
buffers and inverters: 24 / 5.72
AND/OR/NAND/NOR: 79 / 21.7
flip-flops: 38 / 43.0
adder cells (fa/ha/maj): 16 / 9.14
multiplexers: 9 / 5.50
AND-OR/OR-AND: 28 / 8.42
XOR/XNOR: 14 / 6.55
==> synthesized netlist by cell type, types with 3 or more instances <==
cell type  number  area (µm²)
xnor2_1         7        61.3
nor2b_1         7        43.8
dfxtp_1        12         240
a211oi_1        3        22.5
inv_1          17        63.8
nand3_1         8        40.0
ha_1           15         188
nor3_1          9        45.0
dfrtn_1         8         200
xor2_1          5        43.8
nand4_1         5        31.3
nand2_1        10        37.5
a21oi_1         5        25.0
o21ai_0         9        45.0
nor4_1          3        18.8
edfxtp_1       17         510
nor2_1         13        48.8
buf_6           4        45.0
==> per-stage QoR <==
step / setup slack, ps / utilization, %
floorplan: 199 / -
global placement: -242 / 52.9
detailed placement: -250 / 52.9
